### ./constraint.sdc
current_design UART_RX

set clk_period 2.3
set clk_io_pct 0.2

create_clock -name clk0 -period $clk_period [get_ports {clk}]

set non_clock_inputs [all_inputs -no_clocks]
set_input_delay [expr $clk_period * $clk_io_pct] -clock clk0 $non_clock_inputs
set_output_delay [expr $clk_period * $clk_io_pct] -clock clk0 [all_outputs]
### ./config.mk
export PLATFORM = sky130hd
export DESIGN_NAME = UART_RX
export DESIGN_NICKNAME = UART_RX
export VERILOG_FILES = /design/flow/design.v
export SDC_FILE = /design/flow/constraint.sdc
export NUM_CORES = 4
export LEC_CHECK = 1
export CORE_UTILIZATION = 30
### ./design.v
`timescale 1ns / 1ps
module UART_RX #(parameter CLKS_FREQ = 50000000,
                 parameter BAUD_RATE = 9600) 
    (
        input        clk    ,
        input        Rx     ,
        output       flag_Rx,
        output [7:0] RX_Byte
    );
   localparam CLKS_PER_BIT = CLKS_FREQ/BAUD_RATE;  
  localparam IDLE         = 3'b000,
             START        = 3'b001,
             RX_DATA      = 3'b010,
             STOP         = 3'b011,
             FLAG         = 3'b100;
  reg [$clog2(CLKS_PER_BIT):0] r_Clock_Count = 0;
  reg [                   2:0] r_Bit_Index   = 0;  
  reg [                   7:0] r_RX_Byte     = 0;
  reg                          r_RX_DV       = 0;
  reg [                   2:0] STATE         = 0;
  always @(posedge clk)
    begin
     r_RX_DV       <= 1'b0;
     r_Clock_Count <= 0;
      case (STATE)
        IDLE :
          begin
            r_Bit_Index   <= 0;
            if (Rx  == 1'b0)           
              STATE <= START;
            else
              STATE <= IDLE;
          end
        START :
          begin
            if (r_Clock_Count == (CLKS_PER_BIT-1)/2)
              begin
                if (Rx == 1'b0)
                  begin
                    STATE         <= RX_DATA;
                  end
                else
                  STATE <= IDLE;
              end
            else
              begin
                r_Clock_Count <= r_Clock_Count + 1;
                STATE         <= START;
              end
          end
        RX_DATA :
          begin
            if (r_Clock_Count < CLKS_PER_BIT-1)
              begin
                r_Clock_Count <= r_Clock_Count + 1;
                STATE         <= RX_DATA;
              end
            else
              begin
                r_RX_Byte[r_Bit_Index] <= Rx;
                if (r_Bit_Index < 7)
                  begin
                    r_Bit_Index <= r_Bit_Index + 1;
                    STATE       <= RX_DATA;
                  end
                else
                  begin
                    r_Bit_Index <= 0;
                    STATE       <= STOP;
                  end
              end
          end  
        STOP :
          begin
            if (r_Clock_Count < CLKS_PER_BIT-1)
              begin
                r_Clock_Count <= r_Clock_Count + 1;
                STATE         <= STOP;
              end
            else
              begin
                r_RX_DV       <= Rx;  
                r_Clock_Count <= 0;
                STATE         <= FLAG;
              end
          end
        FLAG :
          begin
            if (Rx)
                STATE   <= IDLE;
          end
        default :
          STATE <= IDLE;
      endcase
    end
  assign flag_Rx = r_RX_DV;
  assign RX_Byte = r_RX_Byte;
endmodule
### ./run.sh
#!/bin/bash
# OpenROAD 26Q1-2900-gdf79404cd8, Yosys 0.63+post, stock flow scripts
make -C /OpenROAD-flow-scripts/flow DESIGN_CONFIG=/design/flow/config.mk WORK_HOME=/design/flow/orfs finish
==> CHANGELOG.md <==
### Physical design

- HPWL Detailed: 1.92 mm
- Final min period: 2.09 ns
- Peak supply drop: 0.522 mV
- 1st-iter DRT viols: 27
- Area Growth Syn to Fin: 19.2%
- Port Buffer Count: 10
- Post-route ant nets: 0
- Worst slew pin tran: 0.507 ns
- CTS Sinks: 29
- Ys Warns: 1
- Netlist cell types: 39
- Vias in the first global route: 1125
- Core Region: 4790 um^2
- Critical path type: reg -> reg
- Crit Path Max Fanout: 5
- Synth Area per Inst: 9.64 um^2
- Via count: 1172
- Row count: 25
- Diode count: 0
- Placed cell count: 235
- Chip area: about 5300 um^2
- Largest net degree at the start of global routing: 15
- GRT Total Usage: 0.123
- Yosys top cell by area: edfxtp_1
- Arrival time at the worst endpoint: 2.01 ns
- # H-tree levels: 2
- Initial Util: 0.314
- Hold_ws: 0.445 ns
- # IOs: 11
- Final setup vio count: 0
- EDFF count, synth: 14
- Crit share post-route: 0.907
- Vias per cell: 4.82
- Log Warnings: 29
- CP endpoint kind: flip-flop
- CP startpoint kind: flip-flop
- Final cell count without fillers: 243
- DIE HEIGHT: 72.8 um
- Critical Path RT: 2.23 ns
- Largest type area fraction: 0.280
- Final RePlAce weighted congestion: 0.835
- RSZ-0062 raised after global routing: false
- P_leak: 0.592 nW
- CTS buffer count: 5
- First-pass GRT wire length: 4.97 mm
- Seq cells post-synth: 29
- MaxCap Viol Count: 0
- Layout cell share with drive strength beyond 1: 0.0852
- Initial antenna violation count: 0
- Initial DRT Pass Iterations: 4
- Worst-path clk slew: approximately 0.06 ns
- DRC: 0
- Routed WL per cell: 11.5 um
- Status: complete, no violations
- Top cells by area: edfxtp_1 28%, dfxtp_1 20%, xnor2_1 5.8%, nand2_1 5.2%, ha_1 5.0%
- Final Max Slew Viols: 0
- Skew final: 0.00863 ns
- Fin. Hold Viols: 0
- Number of gates resized after CTS: 0
- Post-CTS setup buffer count: 0
- Post-synthesis sequential area ratio: 0.479
- Top cells by count: 21 x nand2_1, 15 x dfxtp_1, 14 x a21oi_1, 14 x edfxtp_1, 10 x xnor2_1
- Insertion delay to the later sink of the worst-skew pair: 0.28 ns
- Post-synth ARST share: 0
- Pwr dens: 658 nW/um^2
- Root buffer cell: clkbuf_8
- Drt total wl: roughly 2.8 mm
- Critical Path Most Common Cell: a211oi_1
- Synthesized area: between 1500 and 2000 um^2
- Worst Path Buf+Inv: 0
- Fmax: 479 MHz
- HP Class: reg -> reg
- Cts hold-fix bufs: 0
- Synth Instances: 156
- CTS tree: yes
- Chip Area, Yosys: 1500 um^2
- Critical-path cell list: ha_1 > a211oi_1 > o211a_1 > or2_1 > a211oi_1
- Final TNS setup: 0 ns
- Cells in synth_stat.txt: 156
- Count leader, synth: nand2_1
- Clock Path Buffers: 2
- Total gr overflow: 0
- Die Span X: roughly 73 um
- Main synth FF type: dfxtp_1
- Crit-path slowest cell: a211oi_1
- Largest delay contributor family on the critical path: AND-OR/OR-AND gates
- Rel. slew slack: 0.661
- Max stage delay on crit path: 0.46 ns
worst register-to-register path, delay by kind of cell (launching register included):
kind / cells / cell delay [ns]
flip-flops: 1 / 0.35
AND/OR/NAND/NOR: 1 / 0.30
adder cells (fa/ha/maj): 1 / 0.26
AND-OR/OR-AND: 3 / 0.83
worst paths after layout:
| path | start | endpoint | slack, ns | depth (start not counted) |
|---|---|---|---|---|
| hold / removal | r_Clock_Count[0] | r_Clock_Count[0] | 0.45 | 1 |
| setup reg to reg | r_Clock_Count[0] | r_Bit_Index[1] | 0.21 | 5 |
| hold reg to reg | r_Clock_Count[0] | r_Clock_Count[0] | 0.45 | 1 |
| setup / recovery | r_Clock_Count[0] | r_Bit_Index[1] | 0.21 | 5 |
state kept, by name, summed over array words and instances (netlist names):
register and cells:
r_Clock_Count 14, r_RX_DV 1, STATE 3, r_RX_Byte 8, r_Bit_Index 3
power by group:
group          total, mW  leakage (nW)  internal [mW]  switching, mW
clock              0.396        0.0450          0.209          0.187
combinational      0.173         0.291         0.0717          0.101
sequential         0.611         0.256          0.577         0.0345
cell families after synthesis:
group | Yosys count | share of synthesized area
adder cells (fa/ha/maj) | 6 | 0.0499
AND-OR/OR-AND | 35 | 0.143
XOR/XNOR | 13 | 0.0757
buffers and inverters | 11 | 0.0299
multiplexers | 1 | 0.00749
flip-flops | 29 | 0.479
AND/OR/NAND/NOR | 61 | 0.215
layout by cell type, fill, tap and decap left out, types with 6 or more instances in the layout:
master and n:
xnor2_1 10, clkdlybuf4s50_1 10, nor3_1 9, a21oi_1 14, dfxtp_1 15, edfxtp_1 14, nor2_1 7, ha_1 6
nand2_1 21, inv_1 8, o21ai_0 7
final cells by class:
cell class,instances,area [um^2]
fill,480,2990
clock buffer,6,72.6
timing repair buffer,15,138
sequential,29,721
tap,67,83.8
multi-input combinational,116,738
inverter,8,30.0
clock inverter,2,10.0
through the flow:
step / power (mW) / worst slack (ns) / utilization / cell area [um^2]
CTS: 1.20 / 0.226 / 0.375 / 1790
floorplan: 0.746 / 0.366 / - / 1500
global placement: 0.794 / 0.277 / 0.357 / 1710
finish: 1.18 / 0.214 / 0.375 / 1790
detailed placement: 0.794 / 0.238 / 0.357 / 1710
global route: 1.25 / 0.0606 / 0.375 / 1790
per-layer routing:
layer | routed length (um) | GRT usage | vias up
met5 | 0 | 0 | -
met4 | 40 | 0.0196 | 0
met3 | 71 | 0.0252 | 5
met2 | 1290 | 0.208 | 14
met1 | 1400 | 0.169 | 546
li1 | - | - | 607
No activity file was given, so power comes from the tool's default toggle rates.
