### flow/config.mk
export PLATFORM = sky130hd
export DESIGN_NAME = UART_TX
export DESIGN_NICKNAME = UART_TX
export VERILOG_FILES = /design/flow/design.v
export SDC_FILE = /design/flow/constraint.sdc
export NUM_CORES = 4
export LEC_CHECK = 1
export CORE_UTILIZATION = 30
### flow/constraint.sdc
current_design UART_TX

set clk_period 2.0
set clk_io_pct 0.2

create_clock -name clk0 -period $clk_period [get_ports {clk}]

set non_clock_inputs [all_inputs -no_clocks]
set_input_delay [expr $clk_period * $clk_io_pct] -clock clk0 $non_clock_inputs
set_output_delay [expr $clk_period * $clk_io_pct] -clock clk0 [all_outputs]
### flow/design.v
`timescale 1ns / 1ps
module UART_TX #(parameter CLKS_FREQ = 50000000,
                 parameter BAUD_RATE = 9600) 
    (
    input clk,
    input flag_tx,
    input [7:0] TX_Byte,
    output Tx,
    output Busy 
    );
   localparam CLKS_PER_BIT = CLKS_FREQ/BAUD_RATE;  
  localparam IDLE                = 2'b00,
             TX_START_DATA_STOP  = 2'b01;
  reg [$clog2(CLKS_PER_BIT):0] t_Clock_Count = 0;
  reg [                   3:0] t_Bit_Index   = 0;  
  reg [                   9:0] t_TX_Byte     = 0;
  reg [                   1:0] STATE         = 0;
  wire                         r_TX_DV;
assign r_TX_DV = (STATE == IDLE)? 1'b1 : t_TX_Byte[t_Bit_Index];  
assign Busy    = (STATE == IDLE)? 1'b0 : 1'b1;  
assign Tx      =  r_TX_DV;  
  always @(posedge clk)
    begin     
     t_Clock_Count <= 0;
      case (STATE)
        IDLE :
          begin
            t_TX_Byte <= {1'b1,TX_Byte,1'b0}; 
            t_Bit_Index   <= 0;
            if (flag_tx  == 1'b1)           
              STATE <= TX_START_DATA_STOP;
            else
              STATE <= IDLE;
          end  
        TX_START_DATA_STOP :
          begin
            if (t_Clock_Count < CLKS_PER_BIT-1)
              begin
                t_Clock_Count <= t_Clock_Count + 1;
                STATE         <= TX_START_DATA_STOP;
              end
            else
              begin
                if (t_Bit_Index < 9)
                  begin
                    t_Bit_Index <= t_Bit_Index + 1;
                    STATE       <= TX_START_DATA_STOP;
                  end
                else
                  begin
                    t_Bit_Index <= 0;
                    STATE       <= IDLE;
                  end
              end
          end  
        default :
          STATE <= IDLE;
      endcase
    end
endmodule
### flow/run.sh
#!/bin/bash
# OpenROAD 26Q1-2900-gdf79404cd8, Yosys 0.63+post, stock flow scripts
make -C /OpenROAD-flow-scripts/flow DESIGN_CONFIG=/design/flow/config.mk WORK_HOME=/design/flow/orfs finish
==> deck_impl_summary.md <==
Run Summary

Critical path
  • Worst EP required: 1.60 ns
  • Crit path DAT: 1.69 ns
  • Critical path class: reg2out
  • Startpoint Class: flop
  • Crit-path max FO: 6
  • CP endpoint kind: primary output

Floorplanning
  • Die width: 66.6 um
  • I/O Pins: 12
  • Number of placement rows: 23
  • Die span in y: around 67 um
  • Total core area: 4000 sq um
  • Initial Util: between 30% and 40%
  • Die Size: 4430 sq um

CTS
  • CTS tree: yes
  • Clock latency (worst-skew pair): 0.27 ns
  • Clock slew at reported path FFs: 0.09 ns
  • Root buf cell: clkbuf_8
  • CTS Sinks: 28
  • Max Root-Sink Buffers: 2
  • H-Tree Depth: 1
  • CTS buffer count: 3
  • CTS Hold Bufs: 0
  • Postcts setup bufs: 0

Job
  • Max Cap Violations: 0
  • Log Warnings: 28

Logic synthesis
  • XOR Share, Synth: around 7.0%
  • Synth warnings: 1
  • Post-Syn Area per Cell: ~11 sq um
  • Post-synth EDFFs: 13
  • Post-synth top area cell: edfxtp_1
  • Cell area leaders: edfxtp_1 31%, dfxtp_1 24%, xor2_1 6.3%
  • Cell with the most instances after synthesis: nor2_1
  • Mapped cell area: 1250 sq um
  • Synthesis area per yosys: 1250 sq um
  • MUX area fraction: 5.10%
  • FFs w/ async S/R, synth: 0%
  • Most frequent cells after synthesis: 16 x nor2_1, 15 x dfxtp_1, 13 x edfxtp_1, 9 x xor2_1
  • Post-synth regs: 28
  • Mapped Cells: 109
  • Synth top area share: between 30% and 40%
  • Yosys cell types: 32
  • Yosys cell count: 109
  • Dominant non-sequential cell family after synthesis: simple AND/OR/NAND/NOR gates
  • Seq/Total Area, Yosys: around 55%
  • Post-Synth AOI/OAI Area: 7.70%
  • Simple-Gate Fraction of Synth Area: 16.8%
  • Adder share: 3.00%
  • Post-synth top flop: dfxtp_1

Finish
  • Layout cells sized above 1: 12.8%
  • Area grow syn2layout: 19.0%
  • Post-layout util: between 30% and 40%
  • Register area: between 600 and 700 sq um
  • Logic area: roughly 500 sq um
  • Filler cells: 373

Final timing
  • Final hold violations: 0
  • Worst slew margin: 65.8%
  • Final setup vio count: 1
  • Final Skew: 0.00346 ns
  • Hold_ws: 0.460 ns
  • RSZ-0062 raised after global routing: yes
  • Tmin final: 2.09 ns
  • Setup TNS: -0.0861 ns
  • Final worst slack: -0.0861 ns
  • Max Slew Vio Count: 0
  • Max frequency: 479 MHz
  • Worst Tran Pin Value: 0.511 ns
  • Cycle use final: 104%

Power and ir drop
  • Maximum vdd drop: 0.609 mV
  • Leak pwr: 0.000578 uW
  • Pwr dens: 1170 nW/um^2

Placement
  • GPL Wtd Cong: 0.810
  • PortBufs: 11
  • Post-DP HPWL: 1440 um

Detailed routing
  • Initial drt markers: 51
  • Total Wirelength: about 2100 um
  • First-pass DRT Iterations: 3
  • DRC errors left: 0
  • Antenna viol nets, final: 0
  • # diodes: 0
  • Mean routed wirelength per cell: 12.0 um
  • Vias: 802
  • Routed vias/inst: 4.58

GRT
  • Largest net degree at the start of global routing: 17
  • First-pass GRT wire length: roughly 3500 um
  • Total grt overflow: 0
  • Total track usage: a little over a tenth
  • Vias in the first global route: 797
  • Initial antenna violation count: 0

Outcome
  • Status: finished with violations
  • Failing checks: negative setup slack

Hold path
  • Worst hold-check path type: reg2reg
registers in the layout (all words and copies together), names as in the netlist:
register	cells
t_TX_Byte	9
t_Clock_Count	14
t_Bit_Index	4
STATE	1
logic make-up after synthesis:
kind of cell             Yosys count
flip-flops                        28
XOR/XNOR                          10
buffers and inverters              9
other                              2
multiplexers                       5
AND/OR/NAND/NOR                   41
adder cells (fa/ha/maj)            3
AND-OR/OR-AND                     11
layer usage:
layer	track usage [%]	vias to the layer above	share of wire, %
li1	-	414	-
met4	0.266	0	0
met2	17.6	10	46
met1	15.1	378	50
met5	0	-	0
met3	2.95	0	4.0
worst max-delay path, cell delays in order (launching register included):
cell      delay, ns
edfxtp_1       0.51
mux2i_1        0.17
mux4_2         0.48
o211ai_2       0.14
buf_2          0.11
repair_timing:
item                       in CTS  in global routing
gates resized                   3                  0
setup endpoints to repair       1                  1
pin swaps                       1                  1
power breakdown:
part | switching [uW] | leakage, uW | internal (uW)
Sequential | 95.7 | 0.000248 | 748
Combinational | 211 | 0.000294 | 241
Clock | 176 | 0.0000357 | 268
layout make-up:
cell class                      instances  share of cell area (%)
Clock inverter                          1                    2.02
Multi-Input combinational cell         72                    33.8
Tap cell                               50                    4.20
Sequential cell                        28                    46.4
Clock buffer                            3                    2.77
Inverter                                5                    1.26
Timing Repair Buffer                   16                    9.58
cell usage in the layout, fill, tap and decap left out, drive strengths merged, types with 4 or more instances in the layout:
cell,count
nand3,6
inv,5
clkdlybuf4s50,10
nand2,6
a21oi,4
nor2,16
buf,6
xor2,9
edfxtp,13
dfxtp,15
metrics by stage:
stage	total power (uW)	setup WS (ns)	cells	area [sq um]
global route	1840	-0.153	175	1490
global placement	1320	-0.114	171	1420
finish	1740	-0.0861	175	1490
CTS	1750	-0.118	175	1490
detailed placement	1330	-0.141	171	1420
floorplan	1160	0.391	109	1250
final timing paths:
path / from / endpoint / slack, ns / depth (start not counted)
worst max register to register: t_Clock_Count[0] / t_Clock_Count[6] / 0.40 / 6
worst max-delay path: t_Bit_Index[0] / Tx / -0.09 / 4
worst min register to register: t_Clock_Count[0] / t_Clock_Count[0] / 0.46 / 1
worst min-delay path: t_Clock_Count[0] / t_Clock_Count[0] / 0.46 / 1
No activity file was given, so power comes from the tool's default toggle rates.
